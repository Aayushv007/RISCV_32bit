--- design/flow/run.sh ---
#!/bin/bash
# OpenROAD 26Q1-2900-gdf79404cd8, Yosys 0.63+post, stock flow scripts
make -C /OpenROAD-flow-scripts/flow DESIGN_CONFIG=/design/flow/config.mk WORK_HOME=/design/flow/orfs finish
--- design/flow/config.mk ---
export PLATFORM = sky130hd
export DESIGN_NAME = data_mem
export DESIGN_NICKNAME = data_mem
export VERILOG_FILES = /design/flow/design.v
export SDC_FILE = /design/flow/constraint.sdc
export NUM_CORES = 4
export LEC_CHECK = 1
export CORE_UTILIZATION = 40
--- design/flow/constraint.sdc ---
current_design data_mem

set clk_period 32.2
set clk_io_pct 0.2

create_clock -name clk0 -period $clk_period [get_ports {clk}]

set non_clock_inputs [all_inputs -no_clocks]
set_input_delay [expr $clk_period * $clk_io_pct] -clock clk0 $non_clock_inputs
set_output_delay [expr $clk_period * $clk_io_pct] -clock clk0 [all_outputs]
--- design/flow/design.v ---
`timescale 1ns / 1ps
module data_mem(
input clk, wr_en,
input [31:0] wr_addr, wr_data,
output [31:0] rd_data_mem
);
reg [31:0] data_ram[0:63];
assign rd_data_mem=data_ram[wr_addr[31:2]%64];
always @(posedge clk) begin
if(wr_en) data_ram[wr_addr[31:2]%64]<=wr_data;
end
endmodule
==> run notes <==
Entry: Yosys synthesis followed by OpenROAD place and route.

Synthesis:
- The run gives the leading area contributor after synthesis as edfxtp_1.
- Synthesis instantiated 55 different standard cells from the library.
- The main area contributors are edfxtp_1, mux2i_1, mux4_2, mux2_2, a221oi_1.
- The run gives the dominant synthesized flop cell as edfxtp_1.
- The run puts the register area share after synthesis at 0.7856.
- The run gives the yosys stat chip area as 78290 um2.
- The run gives the synthesized netlist cell count as ~4.2k.
- The run puts the Yosys warning count at 1.
- The share of synthesized area in the top cell type comes to 0.7856.
- The run gives the proportion of synthesized flip-flops having asynchronous set or reset as 0.
- Per the synthesis report, the simple-gate share of the synthesized area is 0.02829.
- The run gives the AND-OR/OR-AND share of the synthesized area as 0.08733.
- The run puts the share of synthesized cell area in full adder, half adder and majority cells at 0.
- The run gives the cell area after technology mapping as just under 80000 um2.
- The run gives the average footprint of a synthesized cell as 18.61 um2.
- Measured against the total synthesized area, the mux share comes to 0.08188.
- The run gives the cell count listed in synth_stat.txt as approximately 4.2k.
- The run puts the flop and latch count out of synthesis at 2048.
- In this run, synthesis inferred slightly above 2k flip-flops with an integrated enable.
- The run gives the largest non-sequential cell family by area as AND-OR/OR-AND gates.
- The run puts the XOR/XNOR share of the synthesized area at 0.

Setup path:
- The run gives the worst path buffer plus inverter count as 6.
- The most numerous cell type found on the critical path is buf_4.
- The worst setup path is launched from an input port.
- The run puts the largest incremental delay on the critical path at 820 ps.
- The cell family contributing the most delay on the critical path is buffers and inverters.
- On the critical path, the stage with the largest delay is an instance of a2111oi_2.
- STA classifies the critical path endpoint as a primary output.
- The signal on the critical path passes through buf_8, buf_4, buf_4, buf_4, buf_4, a211oi_1, a2111oi_2, nand3_1, clkdlybuf4s50_1.
- The run gives the critical setup path kind as in2out.
- The run gives the data arrival time of the critical path as around 11000 ps.
- The run puts the worst-path maximum fanout at between 50 and 60.
- The run puts the data required time at the worst endpoint at approximately 26000 ps.

GRT:
- The run gives the via count of the first global-routing pass as around 44k.
- The run gives the global-route wire length before repair as between 300000 and 400000 um.
- The run puts the global routing usage summed across all routing layers at 0.2312.
- The run gives the overall overflow remaining after global route as 0.
- The run gives the maximum number of pins on one net before global-route repair as between 70 and 80.
- The number of antenna violations at the first check in global routing came to 7.

Layout:
- The layout has 16.06k filler cells.
- Counting only logic cells after layout, the most numerous master is edfxtp_1.
- The run gives the share of final-layout standard cells stronger than drive strength 1 as 0.1843.
- Per the cell usage report, the commonest logic cells after layout are edfxtp_1, mux2i_1, clkbuf_16, buf_4, a22oi_1.
- The run gives the synthesis-to-finish area growth as 13.80%.
- The run puts the number of flip-flops under the largest register name at around 2.0k.

Power:
- The run gives the maximum vdd drop as 61.13 uV.
- Of the total power, registers draw 0.538.
- The run puts the share of total power in the clock network at 0.409.
- The run gives the proportion of total power due to net switching as 0.2152.
- The run gives the part of the total power dissipated in combinational logic as 0.053.
- The run puts the net switching power of the design at about 1200 uW.
- The run gives the internal power component as between 4000 and 5000 uW.
- The run gives the static leakage as 0.02826 uW.
- The report lists the power per cell area as approximately 62 nW/um2.

STA:
- Setup repair after global routing left no endpoint under its margin.
- The run gives the minimum clock period as approximately 18000 ps.
- Endpoints with negative setup slack in the final report add up to 0.
- The run gives the worst max-slew margin expressed relative to the limit as 0.2474.
- The run gives the final max-slew violation count as 0.
- Hold timing on the final database bottoms out at a slack of about 6200 ps.
- The run gives the part of the cycle the worst path needs as 0.5515.
- The run gives the maximum clock frequency as 56.31 MHz.
- The run puts the final-layout setup total negative slack at 0 ps.
- The run gives the slew at the pin closest to its max-slew limit as between 1000 and 1500 ps.
- The run gives the final number of hold-violating endpoints as 0.

Placement:
- The final weighted congestion recorded by global placement is 0.8786.
- Once detailed placement completed, the half-perimeter wirelength came to ~120000 um.
- The run gives the quantity of I/O buffers inserted on ports as ~71.

Hold path:
- In the hold report, the worst path ends at data_ram[7][28]$_DFFE_PP_.
- Note that the worst hold path type here is in2reg.
- The number of cells on the worst hold path is listed as 2.
- The run gives the start point of the worst hold path as wr_data[28].

Routing:
- The run puts the detailed router's first-iteration violation count at 3137.
- The run gives the uppermost layer routed as met5.
- The run gives the routed via count as approximately 42k.
- The run puts the count of antenna-violating nets left after detailed routing at 0.
- Per the detail_route report, vias per standard cell equal slightly below 6.
- The run puts the number of antenna diodes at 0.
- The run puts the routed wire length on met2 at roughly 97000 um.
- The run puts the sum of met3 wire segment lengths after detailed routing at approximately 33000 um.
- The run gives the total DRC errors in the routed layout as 0.
- The run puts the routed length per placed instance at about 30 um.
- The run gives the total wire length as 208500 um.
- The run puts the routed length on met1 at between 70000 and 80000 um.
- For this run, the detailed router's first-pass iteration total came to 6.

Clock network:
- Looking at the clock tree report, the root buffer type is clkbuf_16.
- The run gives the clock tree from TritonCTS as done.
- Clock-pin slew was measured on the worst setup and hold paths at ~60 ps.
- The run gives the maximum buffer depth of the clock tree as 3.
- The run gives the number of sinks on the clock net as roughly 2.0k.
- TritonCTS created around 200 clock buffers.
- The H-tree generated during clock tree synthesis spans 4 levels.
- The post-CTS hold buffer count recorded in the log is 0.
- The run puts the number of gates given a new drive strength after cts at 0.
- Buffers added to address setup during post-CTS repair amount to 0.

Die:
- The run gives the floorplan-stage core utilization as 0.4023.
- The run gives the area of the die as 197500 um2.
- From bottom edge to top edge, the die measures around 440 um.
- The run gives the cell row count as 162.
- The run puts the total core area at between 150000 and 200000 um2.
- The run puts the number of top-level pins at about 98.
- The floorplan step set the die width to ~440 um.

Run status:
- The flow ran to the end, and the final reports show no timing, DRC or antenna violations.

Flow run:
- The run puts the total number of warnings across the stage logs at between 50 and 60.
- The run gives the total of max-cap violations as 0.
[metal layers]
metal	up-vias	GRT usage
li1	17900	-
met1	20770	0.2911
met5	-	0.002930
met4	8	0.06497
met3	362	0.1615
met2	2558	0.3343
[kinds of logic (layout without fill, tap and decap cells)]
| family | after synthesis | after routing |
|---|---|---|
| flops | 2048 | 2048 |
| compound gates | 933 | 933 |
| mux | 502 | 502 |
| simple gates | 424 | 424 |
| buf+inv | 300 | 629 |
[worst max-delay path by stage]
| stage | startpoint | slack [ps] | cells past startpoint | end |
|---|---|---|---|---|
| 6_report | wr_addr[2] | 14440 | 9 | rd_data_mem[28] |
| 5_1_grt | wr_addr[2] | 14280 | 9 | rd_data_mem[28] |
| 4_1_cts | wr_addr[2] | 14400 | 9 | rd_data_mem[28] |
[through the flow]
stage / util / power [uW] / setup WS [ps] / cells / cell area [um2]
6_report: 0.4578 / 5491 / 14440 / 7078 / 89090
5_1_grt: 0.4578 / 5653 / 14280 / 7078 / 89090
4_1_cts: 0.4578 / 5528 / 14400 / 7078 / 89090
3_5_place_dp: 0.4257 / 3306 / 14400 / 6719 / 82830
3_3_place_gp: 0.4257 / 3302 / 14420 / 6719 / 82830
2_1_floorplan: - / 3154 / 17210 / 4207 / 78290
[final cells by class]
type / count / area, um2 / share of cell area
Multi-Input combinational cell: 1859 / 16080 / 0.1805
Clock inverter: 112 / 1036 / 0.01163
Clock buffer: 247 / 5224 / 0.05863
Sequential cell: 2048 / 61500 / 0.6903
Inverter: 2 / 15.01 / 0.0001685
Tap cell: 2542 / 3181 / 0.03570
Timing Repair Buffer: 268 / 2057 / 0.02309
[synthesized netlist by cell type, types with 8 or more instances]
master     instances
nor4_1            14
a31oi_1           43
a22oi_1          188
a222oi_1          16
a21oi_1          121
mux2i_1          259
a221o_1           15
buf_2             83
o22ai_1           93
and3_1            85
nor3_1            22
a22o_1            66
nand3_1           54
o21ai_0           84
nand2_1           28
o22a_1            70
mux4_2            96
a221oi_1         175
a211oi_1          17
a2111oi_0         15
buf_1             33
or4b_1            14
nor2_1           145
edfxtp_1        2048
nor2b_1            8
buf_4              8
nand2b_1          18
o2bb2ai_1         15
mux2_2           147
clkbuf_1         168
or4_1             15
[power by group through the flow]
| stage | combinational [uW] | sequential (uW) | clock, uW |
|---|---|---|---|
| 6_report | 291 | 2960 | 2240 |
| 5_1_grt | 312 | 2960 | 2380 |
| 4_1_cts | 295 | 2960 | 2280 |
Power and IR drop assume default switching activity.
